==> /design/flow/design.v <==
`timescale 1ns / 100ps
module trigger_from_FIFO(
    input wire clk,
    input wire reset,
    input wire fifo_wr_en_i,
    input wire fifo_rd_en_i,
    input wire [20 : 0] fifo_rd_data_count_i,
    output wire trigger_FIFO_full_o,
    output wire trigger_FIFO_empty_o
);
    parameter frame_size = 1280;
    parameter frame_upper_bound = 10;
    parameter frame_lower_bound = 2;
    parameter pre_trig = 1;
    reg trigger_FIFO_full_reg;
    reg trigger_FIFO_empty_reg;
    assign trigger_FIFO_full_o = trigger_FIFO_full_reg;
    assign trigger_FIFO_empty_o = trigger_FIFO_empty_reg;
	always @ (posedge clk, negedge reset) begin
        if (!reset) begin
            trigger_FIFO_full_reg <= 1'b0;
        end
        else begin
            if ((trigger_FIFO_full_reg == 1'b0)
                && (fifo_rd_data_count_i == (frame_size * frame_upper_bound - pre_trig))
                && (fifo_wr_en_i))
            begin
                trigger_FIFO_full_reg <= 1'b1;
            end
            else if ((trigger_FIFO_full_reg == 1'b1)
                && (fifo_rd_data_count_i == (frame_size * (frame_upper_bound-1) + pre_trig))
                && (fifo_rd_en_i))
            begin
                trigger_FIFO_full_reg <= 1'b0;
            end
            else
            begin
                trigger_FIFO_full_reg <= trigger_FIFO_full_reg;
            end
        end
    end
    always @ (posedge clk, negedge reset) begin
        if (!reset) begin
            trigger_FIFO_empty_reg <= 1'b0;
        end
        else begin
            if ((trigger_FIFO_empty_reg == 1'b0)
                && (fifo_rd_data_count_i == (frame_size * frame_lower_bound + pre_trig))
                && (fifo_rd_en_i))
            begin
                trigger_FIFO_empty_reg <= 1'b1;
            end
            else if ((trigger_FIFO_empty_reg == 1'b1)
                && (fifo_rd_data_count_i == (frame_size * (frame_lower_bound+1) - pre_trig))
                && (fifo_wr_en_i))
            begin
                trigger_FIFO_empty_reg <= 1'b0;
            end
            else
            begin
                trigger_FIFO_empty_reg <= trigger_FIFO_empty_reg;
            end
        end
    end
endmodule
==> /design/flow/run.sh <==
#!/bin/bash
# OpenROAD 26Q1-2900-gdf79404cd8, Yosys 0.63+post, stock flow scripts
make -C /OpenROAD-flow-scripts/flow DESIGN_CONFIG=/design/flow/config.mk WORK_HOME=/design/flow/orfs finish
==> /design/flow/config.mk <==
export PLATFORM = sky130hd
export DESIGN_NAME = trigger_from_FIFO
export DESIGN_NICKNAME = trigger_from_FIFO
export VERILOG_FILES = /design/flow/design.v
export SDC_FILE = /design/flow/constraint.sdc
export NUM_CORES = 4
export LEC_CHECK = 1
export CORE_AREA = 10 10 70 70
export DIE_AREA = 0 0 80 80
==> /design/flow/constraint.sdc <==
current_design trigger_from_FIFO

set clk_period 2.0
set clk_io_pct 0.2

create_clock -name clk0 -period $clk_period [get_ports {clk}]

set non_clock_inputs [all_inputs -no_clocks]
set_input_delay [expr $clk_period * $clk_io_pct] -clock clk0 $non_clock_inputs
set_output_delay [expr $clk_period * $clk_io_pct] -clock clk0 [all_outputs]
==> flow_summary.toml <==
# generated from flow reports
[outcome]
status = "finished clean"

[power]
leakagePower_nw = 0.172
p_int_uw = 155
clock_power_share_pct = 45.8
p_per_area_nw_per_um2 = 352
ir_drop_mv = 0.0605
swShare_pct = 21.3
switching_power_uw = 42.0
power_frac_seq_pct = 20.7
power_frac_comb_pct = 33.5

[sta]
fin_worst_skew_ps = 0
setup_viol = 0
hold_viol = 0
max_freq_ghz = 0.593
setup_tns_ps = 0
period_used_pct = 84.3
period_needed_ps = 1690
worstMarginPinSlew_ps = 370
slew_headroom_pct = 75.0
slew_violations = 0
hold_ws_ps = 346
rsz0062_at_grt = "no"

[floorplan]
chipWidth_um = 80
num_rows = 21
die_h_um = 80
chipArea_um2 = 6400
pin_count = 27
core_um2 = 3420
fp-utilization_pct = 6.41

[clocking]
root_buffer = "clkbuf_4"
ctsHoldBuffers = 0
cts_sinks = 2
clk_latency_ps = 220
cts_resized = 0
cts_tree = "yes"
clock_path_buffers = 2
cts_max_level = 1
path_clk_slew_ps = 30
cts_post_setup_buffers_inserted = 0
cts_buffers = 3

[synthesis]
yosys-stat-area_um2 = 219
synthDistinctLibCells = 16
synth.avg_cell_area_um2 = 8.76
yosysTopAreaCellShare_pct = 22.9
ys.warnings.count = 1
yosysTopAreaCell = "dfrtp_1"
topCellsByArea = "dfrtp_1 (23%), nor4b_1 (16%), nor4b_4 (11%)"
synth_area_um2 = 219
postSynthSeqShare_pct = 22.9
ys.flops = 2
synth_cells = 25
yosys_cells = 25
flop_cell = "dfrtp_1"
synth-edff-count = 0
synth_async_sr_flop_share_pct = 100

[worst_setup_path]
r2r-start = "trigger_FIFO_full_reg$_DFFE_PN0P_"
reg2reg_depth = 4
r2r-end = "trigger_FIFO_full_reg$_DFFE_PN0P_"
cp-end-kind = "flop"
path_max_fanout = 3
critPathLaunchType = "primary input"
ff2ff_setup_slack_ps = 710
cp.arrival_ps = 1850
cp_data_required_time_ps = 2160
path_class = "in2reg"

[route]
ant_nets = 0
drtPass1Iterations = 4
routed_via_density = 3.54
drt_iter0_markers = 24
drc_errors = 0
drt-total-wl_um = 1240
antennaDiodeCount = 0
post_drt_wl_per_cell_um = 12.4
via_count = 354

[run]
maxCapViolations = 0
warnings = 25

[place]
gp_congestion = 0.874
portBuffers = 26

[grt]
track_usage_pct = 3.84
grt_pass1_vias = 382
grt-ovfl-total = 0
grt_max_degree = 5
antenna_found_initial = 0
grt_pass1_wl_um = 1930

[cells_and_area]
fillCellCount = 393
lay_top_cells = "clkdlybuf4s50_1 (26), nor4b_1 (4), nand4_1 (3), clkbuf_4 (3)"
drive_above_1_share_pct = 7.41
area_growth_pct = 155
final_common_cell = "clkdlybuf4s50_1"

[worst_hold_path]
hold_class = "in2async"
[power by group through the flow]
stage | sequential [mW] | combinational (mW) | clock (mW)
global route | 0.0407 | 0.0708 | 0.106
CTS | 0.0408 | 0.0660 | 0.0971
finish | 0.0408 | 0.0660 | 0.0901
[synth_stat cells (all sizes together) (2+ instances only)]
library cell and instances:
nand4b 2, nand4 3, dfrtp 2, nand2 2, nor4b 5, nand3 2
[cells by family after synthesis]
kind of cell    count (synthesis)  share of synthesized area [%]
compound gates                  2                           6.28
flops                           2                           22.9
simple gates                   21                           70.9
[worst max-delay path by stage]
stage         slack (ps)                      from  cells after the start                            endpoint
CTS                  320  fifo_rd_data_count_i[17]                      5   trigger_FIFO_full_reg$_DFFE_PN0P_
global route         120  fifo_rd_data_count_i[12]                      5  trigger_FIFO_empty_reg$_DFFE_PN0P_
finish               310   fifo_rd_data_count_i[9]                      5   trigger_FIFO_full_reg$_DFFE_PN0P_
[metrics by stage]
step	utilization [%]	total power, mW	setup slack, ps	instance area, um2	instances
floorplan	-	0.0501	628	219	25
global route	16.4	0.217	124	559	100
detailed placement	15.7	0.106	72.1	537	97
global placement	15.7	0.106	80.2	537	97
finish	16.4	0.197	313	559	100
CTS	16.4	0.204	322	559	100
[worst max-delay path, stage by stage]
cell	delay, ps
clkdlybuf4s50_1	440
nor4b_1	410
nand3_1	120
or4_1	410
nand2_1	70
[layout make-up]
cell class                      count  area [um2]  area share, %
Multi-Input combinational cell     23         169           30.2
Tap cell                           46        57.6           10.3
Sequential cell                     2        50.0           8.95
Clock buffer                        3        22.5           4.03
Timing Repair Buffer               26         260           46.5
[routing by layer]
| metal | up-vias | share of wire (%) | GRT usage, % |
|---|---|---|---|
| li1 | 167 | - | - |
| met1 | 157 | 55 | 5.44 |
| met2 | 30 | 29 | 4.01 |
| met3 | 0 | 16 | 3.41 |
| met4 | 0 | 0 | 0.704 |
| met5 | - | 0 | 0 |
Power and IR drop assume default switching activity.
